==> ./design.v <==
module bus(clk,rst,a_data,a_valid,b_ready,a_ready,b_data,b_valid);
parameter	DATABIT_IN=32;	 
parameter	DATABIT_OUT=32;	 
parameter	RAM_ADDR_BIT=2;	 
parameter	RAM_ADDR_MAX=3;	 
input						clk,rst,a_valid,b_ready;
input	[DATABIT_IN-1:0]	a_data;
output						a_ready,b_valid;
output	[DATABIT_OUT-1:0]	b_data;
reg							a_ready,b_valid;
reg		[DATABIT_OUT-1:0]	b_data;
reg 						a_valid_delay1,b_ready_delay1;
reg 	[DATABIT_IN-1:0]	a_data_delay1;	
reg		[DATABIT_OUT-1:0]	write_data;
reg		[RAM_ADDR_BIT:0]	write_addr;
reg		[RAM_ADDR_BIT:0]	read_addr;
reg							write_en,read_en_t,read_en,read_en_delay1,write_1_time,read_ready;
wire	[DATABIT_OUT-1:0]	read_data;
ram u1 (
  .clka(clk),    
  .wea(write_en),      
  .addra(write_addr), 
  .dina(write_data),    
  .clkb(clk),  
  .enb(read_en),     
  .addrb(read_addr), 
  .doutb(read_data)
);
always@*	write_en=a_valid_delay1;
always@*	write_data=a_data_delay1;
always@(posedge clk)	begin
if(!rst)	begin 
	a_valid_delay1	<=0;
	b_ready_delay1	<=0;
	a_data_delay1	<=0;
	end 
else	begin 
	a_valid_delay1	<=a_valid;
	b_ready_delay1	<=b_ready;
	a_data_delay1	<=a_data;
	end 
end 
always@(posedge	clk)	begin
	if(!rst)	write_addr<=0;
	else if(a_valid_delay1)	write_addr<=write_addr+1'd1;
	else 		write_addr<=0;
end 
always@(posedge	clk)	begin
	if(!rst)	write_1_time<=1'd0;
	else if(a_valid_delay1)	write_1_time<=1'd1;
	else 		write_1_time<=write_1_time;
end 
always@*	read_ready=b_ready_delay1&(~a_valid_delay1)&write_1_time; 
always@(posedge clk)	begin
	if(!rst)	read_en_t<=1'd0;
	else if(read_ready)		read_en_t<=1'd1;
	else if(read_addr==RAM_ADDR_MAX)	read_en_t<=1'd0;
	else		read_en_t<=read_en_t;
end 
always@*	read_en =read_en_t|read_ready;
always@(posedge	clk)	begin	 
	if(!rst )		read_addr<=0;
	else if(read_ready || read_addr)	 
					read_addr<=read_addr+1'd1;
	else	read_addr<=0;
end 
always@(posedge clk)	begin	
	if(!rst)	begin
				read_en_delay1<=1'd0;
				b_valid<=1'd0;
				end 
	else		begin
				read_en_delay1<=read_en;
				b_valid<=read_en_delay1;
				end 
end 
always@*	b_data=read_data;
always@(posedge	clk)	begin
	if(!rst)	a_ready<=1'd1;
	else if(write_addr==RAM_ADDR_MAX)	a_ready<=1'd0;
	else if(read_addr==RAM_ADDR_MAX)		a_ready<=1'd1;
	else		a_ready<=a_ready;
end 
endmodule
module ram(
  clka,     
  wea,       
  addra,   
  dina,     
  clkb,     
  enb,       
  addrb,   
  doutb   
);
parameter	DATABIT_IN=32;
parameter	DATABIT_OUT=32;
parameter	RAM_ADDR_BIT=2;
parameter	RAM_ADDR_MAX=3;
input clka, clkb;
input wea, enb;
input[RAM_ADDR_BIT:0] addra, addrb;
input[DATABIT_OUT-1:0] dina;
output reg[DATABIT_OUT-1:0] doutb;
reg[DATABIT_OUT-1:0] memory_ram [0:RAM_ADDR_MAX];
reg[DATABIT_OUT-1:0] reg_out;
wire[1:0] flag;
assign flag = {wea, enb};
always@(posedge clka)
begin
    case(flag)
    2'b0:begin 
        reg_out <= reg_out;
    end
    2'b01:begin 
        reg_out <= memory_ram[addrb];
    end
    2'b10:begin 
        memory_ram[addra] <= dina;
    end
    default:begin 
        memory_ram[addra] <= dina;
        reg_out <= memory_ram[addrb];
    end
    endcase
end
always@(posedge clkb)
begin
    doutb <= reg_out;
end
endmodule
==> ./run.sh <==
#!/bin/bash
# OpenROAD 26Q1-2900-gdf79404cd8, Yosys 0.63+post, stock flow scripts
make -C /OpenROAD-flow-scripts/flow DESIGN_CONFIG=/design/flow/config.mk WORK_HOME=/design/flow/orfs finish
==> ./config.mk <==
export PLATFORM = sky130hd
export DESIGN_NAME = bus
export DESIGN_NICKNAME = bus
export VERILOG_FILES = /design/flow/design.v
export SDC_FILE = /design/flow/constraint.sdc
export NUM_CORES = 4
export LEC_CHECK = 1
export CORE_UTILIZATION = 50
==> ./constraint.sdc <==
current_design bus

set clk_period 4.9
set clk_io_pct 0.2

create_clock -name clk0 -period $clk_period [get_ports {clk}]

set non_clock_inputs [all_inputs -no_clocks]
set_input_delay [expr $clk_period * $clk_io_pct] -clock clk0 $non_clock_inputs
set_output_delay [expr $clk_period * $clk_io_pct] -clock clk0 [all_outputs]
==> impl_metrics.env <==
# physical design summary
export IMPL_drv_slew=0
export IMPL_ff2ff_setup_slack_ns=3.09
export IMPL_postSynthSeqShare=0.8284
export IMPL_holdBufCountCts=0
export IMPL_drv_cap=0
export IMPL_path_class="register to primary output"
export IMPL_crit_required_ns=3.92
export IMPL_rsz0062_at_grt="false"
export IMPL_post_route_cell_area_um2=9275
export IMPL_synth_area_leader_cell="edfxtp_1"
export IMPL_core_util_floorplan=0.5193
export IMPL_clkSinkCount=237
export IMPL_instances_no_fill=644
export IMPL_total_leakage_power_nw=3.194
export IMPL_r2r_start="a_valid_delay1"
export IMPL_synth_area_um2=7661
export IMPL_setup_tns_final_ns=0
export IMPL_synth_cell_types=21
export IMPL_intPower_mw=3.254
export IMPL_yosysCellCount=354
export IMPL_crit_buf_inv=1
export IMPL_crit_arrival_ns=1.33
export IMPL_fin_skew_ns=0.01146
export IMPL_drc=0
export IMPL_avgViaCountPerCell=5.039
export IMPL_critical_path_top_delay_family="buffers and inverters"
export IMPL_relSlewSlack=0.5411
export IMPL_worst_path_max_delay_cell="clkdlybuf4s50_1"
export IMPL_ios=70
export IMPL_status="complete, no violations"
export IMPL_postRouteAntennaNets=0
export IMPL_top_cell_area_share=0.6271
export IMPL_startpoint_type="register"
export IMPL_numPlacedInstances=602
export IMPL_grt_overflow=0
export IMPL_ir_drop_v=0.0002448
export IMPL_syn_avg_cell_area_um2=21.64
export IMPL_vias=3245
export IMPL_power_frac_comb=0.027
export IMPL_post_cts_buffers=0
export IMPL_worst_slew_pin_slew_ns=0.6884
export IMPL_worstHoldPathType="register to register"
export IMPL_path_clk_slew_ns=0.06
export IMPL_r2r_worst_path_cells=3
export IMPL_finalSetupViolations=0
export IMPL_fmaxAchievable_ghz=0.4322
export IMPL_grt_max_degree=45
export IMPL_area_leaders="edfxtp_1, dfxtp_1, mux4_2"
export IMPL_slowest_delay_ns=0.48
export IMPL_end_kind="primary output"
export IMPL_p_switching_uw=745.7
export IMPL_die_height_um=125.8
export IMPL_most_common_layout_cells="edfxtp_1, dfxtp_1, clkdlybuf4s50_1"
export IMPL_nFillCells=1007
export IMPL_first_global_vias=3526
export IMPL_drive_gt1_frac=0.1696
export IMPL_regArea_um2=6349
export IMPL_period_used=0.4722
export IMPL_p_clk_frac=0.421
export IMPL_cts_repair_resized=0
export IMPL_clk_latency_ns=0.50
export IMPL_crit_chain="clkdlybuf4s50_1"
export IMPL_grt_total_usage=0.1683
export IMPL_powerDensity_nw_per_um2=431.2
export IMPL_worstPathMaxFanout=1
export IMPL_hold_depth=0
export IMPL_core_rowCount=44
export IMPL_pwr_share_seq=0.553
export IMPL_clock_path_buffers=3
export IMPL_hold_viol_final=0
export IMPL_period_needed_ns=2.314
export IMPL_yosysWarnings=2
export IMPL_p_sw_frac=0.1865
export IMPL_layout_area_comb_um2=1191
export IMPL_grt_pass1_wl_mm=18.02
export IMPL_synth_flops=237
export IMPL_rr_endpoint="u1.reg_out[25]"
export IMPL_drt_iter0_drc=165
export IMPL_antenna_found_initial=0
export IMPL_num_antenna_cells=0
export IMPL_area_delta_synth_final_pct=21.07
export IMPL_coreArea_um2=14750
export IMPL_placed_area_um2=8534
export IMPL_hold_path_end="u1.doutb[0]"
export IMPL_netlist_instances=354
export IMPL_dieArea_um2=15820
export IMPL_routabilityCongestion=0.6933
export IMPL_hpwl_mm=5.732
export IMPL_cts_made_buffers=23
export IMPL_htree_levels=1
export IMPL_die_width_um=125.8
export IMPL_wl_mm=11.19
export IMPL_yosys_area_um2=7661
export IMPL_port_buffers=69
export IMPL_routedWlPerCell_um=17.38
export IMPL_worstHoldStart="u1.reg_out[0]"
export IMPL_tritoncts="yes"
export IMPL_warning_count=29
export IMPL_root_buffer="clkbuf_16"
export IMPL_lay_top_count="edfxtp_1"
export IMPL_hold_ws_ns=0.3400
export IMPL_drtPass1Iterations=4
how the worst max path moves through the flow:
| stage | depth (start not counted) | end | slack [ns] | from |
|---|---|---|---|---|
| global route | 1 | b_data[4] | 2.54 | u1.doutb[4] |
| finish | 1 | b_data[4] | 2.59 | u1.doutb[4] |
| CTS | 1 | b_data[2] | 2.56 | u1.doutb[2] |
metrics by stage:
| step | util | setup WS (ns) | total power, mW |
|---|---|---|---|
| 2_1_floorplan | - | 3.182 | 2.298 |
| 3_3_place_gp | 0.5784 | 2.986 | 2.359 |
| 3_5_place_dp | 0.5784 | 2.982 | 2.362 |
| 4_1_cts | 0.6286 | 2.560 | 4.050 |
| 5_1_grt | 0.6286 | 2.541 | 4.140 |
| 6_report | 0.6286 | 2.586 | 3.999 |
flip-flops by register name (all words and copies together), names as in the netlist:
name	cells
b_valid	1
read_en_delay1	1
read_addr	3
a_data_delay1	32
write_1_time	1
u1.reg_out	32
b_ready_delay1	1
a_ready	1
write_addr	3
u1.memory_ram	128
a_valid_delay1	1
read_en_t	1
u1.doutb	32
synth_stat cells:
cell type and instances:
a21boi_0 2, a21oi_1 3, and2_1 39, and3_1 1, buf_12 3, buf_2 3
buf_6 1, clkbuf_1 5, dfxtp_1 77, edfxtp_1 160, ha_1 8, inv_1 7
mux4_1 4, mux4_2 28, nand2_1 3, nand2b_1 3, nand3b_1 1, nor2_1 3
nor2b_1 1, o21a_1 1, o21ai_0 1
kinds of logic after synthesis:
| logic type | synth area share |
|---|---|
| muxes | 0.09603 |
| and+or+nand+nor | 0.03985 |
| buffers and inverters | 0.01715 |
| adders and majority gates | 0.01307 |
| DFF | 0.8284 |
| AOI/OAI and AO/OA | 0.005551 |
routing by layer:
layer / GRT usage / share of wire
met5: 0 / 0
met4: 0.03260 / 0.022
met3: 0.07835 / 0.097
met2: 0.2569 / 0.49
met1: 0.2536 / 0.39
layout make-up:
type                            instances  share of cell area
Multi-Input combinational cell         98              0.1284
Clock buffer                           33             0.07163
Sequential cell                       237              0.6845
Tap cell                              184             0.02482
Timing Repair Buffer                   76             0.07959
Clock inverter                          9            0.008229
Inverter                                7            0.002833
power by group through the flow:
stage | Sequential (mW) | Clock (mW) | Combinational (mW)
finish | 2.21 | 1.68 | 0.106
global route | 2.22 | 1.81 | 0.117
CTS | 2.21 | 1.73 | 0.110
Power and IR drop assume default switching activity.
